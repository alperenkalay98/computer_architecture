==> design.v <==
module decoder_2x4 (X,Y);
	input [1:0] X;
	output [3:0] Y;
	assign Y[0] = (~X[1]) & (~X[0]);
	assign Y[1] = (~X[1]) & X[0];
	assign Y[2] = X[1] & (~X[0]);
	assign Y[3] = X[1] & X[0];
endmodule
module mux_4x1 #(parameter W=32) (in0,in1,in2,in3,sel,out);
	input [(W-1):0] in0,in1,in2,in3;
	input [1:0] sel;
	output reg [(W-1):0] out;
	always @(in0,in1,in2,in3,sel)
		case(sel)
			2'b00: out = in0;
			2'b01: out = in1;
			2'b10: out = in2;
			2'b11: out = in3;
		endcase
endmodule
module register_file #(parameter W=32)(clk,reset,en,in_sel,out1_sel,out2_sel,in,out1,out2);
	input clk,reset,en;
	input [1:0] in_sel,out1_sel,out2_sel;
	input [(W-1):0] in;
	wire [3:0] decoder_out;
	wire [(W-1):0] reg_out[3:0];
	output wire [(W-1):0] out1,out2;
	decoder_2x4 dest_select(in_sel,decoder_out);
	register_we #W reg0(clk,reset,en & decoder_out[0],in,reg_out[0]);
	register_we #W reg1(clk,reset,en & decoder_out[1],in,reg_out[1]);
	register_we #W reg2(clk,reset,en & decoder_out[2],in,reg_out[2]);
	register_we #W reg3(clk,reset,en & decoder_out[3],in,reg_out[3]);
	mux_4x1 #W source1_sel(reg_out[0],reg_out[1],reg_out[2],reg_out[3],out1_sel,out1);
	mux_4x1 #W source2_sel(reg_out[0],reg_out[1],reg_out[2],reg_out[3],out2_sel,out2);
endmodule
module register_we #(parameter W=8) (clk, reset, en, in, out);
	input clk, reset, en;
	input [(W-1):0] in;
	output reg [(W-1):0] out;
	always @(posedge clk)
		begin
			if (reset) begin
				out <= 0;
			end
			else if (en) begin
				out <= in;
			end
		end
endmodule
==> run.sh <==
#!/bin/bash
# OpenROAD 26Q1-2900-gdf79404cd8, Yosys 0.63+post, stock flow scripts
make -C /OpenROAD-flow-scripts/flow DESIGN_CONFIG=/design/flow/config.mk WORK_HOME=/design/flow/orfs finish
==> config.mk <==
export PLATFORM = sky130hd
export DESIGN_NAME = register_file
export DESIGN_NICKNAME = register_file
export VERILOG_FILES = /design/flow/design.v
export SDC_FILE = /design/flow/constraint.sdc
export NUM_CORES = 4
export LEC_CHECK = 1
export CORE_UTILIZATION = 30
export SYNTH_HDL_FRONTEND = slang
==> constraint.sdc <==
current_design register_file

set clk_period 2.1
set clk_io_pct 0.2

create_clock -name clk0 -period $clk_period [get_ports {clk}]

set non_clock_inputs [all_inputs -no_clocks]
set_input_delay [expr $clk_period * $clk_io_pct] -clock clk0 $non_clock_inputs
set_output_delay [expr $clk_period * $clk_io_pct] -clock clk0 [all_outputs]
==> reports/metrics.cfg <==
[run_status]
outcome=finished clean

[setup_path]
ff2ff_path_depth=3
crit_arrival_ns=1.65
reg2reg_slack_ns=1.41
reg2reg_from=reg3.out[31]
cp-end-kind=output pin
critPathLaunchType=input pin
critPathCapture=out1[2]
worst-setup-path-type=in -> out
crit_path_start=out1_sel[0]
required_ns=1.68
cp_max_fo=8
r2r-end=reg3.out[31]

[route]
wirelength_met1_mm=7.69
wl_met3_mm=1.12
wl_mm=16.8
vias=4505
wl_per_cell_um=17.8
first_pass_iters=4
highest_layer=met4
routed_via_density=4.76
drc=0
drt_iter0_markers=160
drtAntennaViolNets=0
met2_length_mm=7.91

[placement]
hpwl_mm=10.6
gp_congestion=0.803
portBuffers=104
placed_area_sq_mm=0.00811

[clock_network]
cts_tree=built
clk_latency_ns=0.41
clock-sinks=128
h-tree-depth=4
clock_tree.buffer_depth=2
ctsHoldBuffers=0
numCtsBuffers=17
clk_pin_slew_ns=0.06
cts_root_buf=clkbuf_16

[power_and_ir_drop]
ir_drop_v=0.000474
total_power_mw=6.16
p_sw_frac=0.233
switchingPower_mw=1.44
pwr_density_cell_mw_per_mm2=685
sequentialPowerShare=0.419
p_int_mw=4.72
leakagePower_nw=3.97
pwr-share-clk=0.452
power_frac_comb=0.129

[logic_synthesis]
ys_cells=532
avgSynthCellArea_sq_um=12.3
synth_cell_types=13
yosysWarningCount=0
synth_chip_area_sq_mm=0.00657
synth_area_sq_mm=0.00657
syn_inst=532
synth_flops=128
postSynthSeqShare=0.390

[floorplanning]
io_pins=105
die_y_um=150
chipArea_sq_mm=0.0225
floorplan.core_util=0.309
rows=53
core_area_sq_mm=0.0212
die_x_um=150

[job]
cap_viol_max_count=0
warnings=26

[timing]
hold_slack_ns=0.481
hold_viol=0
maxSlewViolCount=0
tns_ns=0
fin_crit_sh=0.984
fin_crit_ns=2.07
max-slew-margin-rel=0.663
skew_ns=0
max_freq_ghz=0.484
worstMarginPinSlew_ns=0.506
final-setup-viol-count=0

[cells_and_area]
final_core_util=0.424
area_delta_synth_final_pct=36.9
drive_gt1_frac=0.249
num-fill-cells=1930
stdcell_area_sq_mm=0.00899

[global_route]
grtUsageTotal=0.156
grt_pass1_vias=4643
grt_overflow_total=0
grt_pass1_wl_mm=25.8
grt_max_degree=66
antenna_found_initial=1

[worst_hold_path]
worstHoldPathCells=2
hold_path.class=reg -> reg

==> stage by stage <==
step,setup WS [ns],std cells
after detailed placement,-0.0565,891
after global routing,-0.00354,946
final,0.0338,947
after global placement,-0.0504,891
after floorplan,0.315,532
after CTS,-0.000493,924
==> sequential cells by signal (all words and copies together), names as in the netlist <==
name and flops:
reg0.out 32, reg1.out 32, reg2.out 32, reg3.out 32
==> logic make-up after synthesis <==
logic type,synth area share
muxes,0.415
buffers and inverters,0.0349
and+or+nand+nor,0.160
DFF,0.390
==> worst max-delay path: stages <==
cell             delay, ns
buf_4                 0.13
clkbuf_16             0.17
mux4_2                0.50
clkdlybuf4s50_1       0.42
==> synth_stat cells <==
| cell | n | share of area |
|---|---|---|
| and3b_1 | 1 | 0.0013 |
| mux4_2 | 64 | 0.22 |
| dfxtp_1 | 128 | 0.39 |
| buf_4 | 6 | 0.0069 |
| nand3b_1 | 2 | 0.0023 |
| nand2b_1 | 160 | 0.15 |
| nor3b_2 | 1 | 0.0019 |
| buf_6 | 1 | 0.0017 |
| nand3_1 | 1 | 0.00076 |
| mux2i_1 | 128 | 0.20 |
| clkbuf_1 | 18 | 0.010 |
| or3b_1 | 1 | 0.0013 |
| buf_2 | 21 | 0.016 |
==> power groups by stage <==
stage	sequential (mW)	combinational, mW	clock [mW]
4_1_cts	2.58	0.757	2.85
5_1_grt	2.59	0.855	2.97
6_report	2.58	0.793	2.78
==> layer usage <==
metal  up-vias  global-route usage
met1      2215               0.227
met5         -                   0
li1       2160                   -
met2       122               0.239
met3         8              0.0553
met4         0              0.0157
==> worst min path at each step <==
| stage | from | slack (ns) | to |
|---|---|---|---|
| final | reg1.out[30] | 0.48 | reg1.out[30] |
| after global routing | reg1.out[2] | 0.51 | reg1.out[2] |
| after CTS | reg1.out[15] | 0.49 | reg1.out[15] |
==> area by class of cell <==
cell class	count	area, sq um	area share
Multi-Input combinational cell	358	3780	0.421
Sequential cell	128	2580	0.287
Timing Repair Buffer	153	1710	0.191
Clock buffer	22	474	0.0527
Tap cell	275	344	0.0383
Clock inverter	10	86.3	0.00960
Antenna cell	1	2.50	0.000278
==> timing repair <==
| action | 4_1_cts | 5_1_grt |
|---|---|---|
| setup endpoints to repair | 34 | 43 |
| gates resized | 18 | 37 |
| buffers inserted | 0 | 19 |
| gates cloned | 1 | 3 |
==> layout by cell type (no fill, tap or decap) <==
master | netlist | final
nand2b_1 | 160 | 160
mux2i_1 | 128 | 128
dfxtp_1 | 128 | 111
clkdlybuf4s50_1 | 0 | 73
mux4_2 | 64 | 64
buf_4 | 6 | 27
clkbuf_16 | 0 | 20
buf_12 | 0 | 17
dfxtp_2 | 0 | 17
dlygate4sd2_1 | 0 | 14
dlymetal6s2s_1 | 0 | 12
clkinv_2 | 0 | 5
buf_6 | 1 | 4
clkbuf_8 | 0 | 3
clkinvlp_4 | 0 | 3
nand3b_1 | 2 | 2
clkbuf_1 | 18 | 2
diode_2 | 0 | 1
nor3b_4 | 0 | 1
and3b_1 | 1 | 1
nand3_2 | 0 | 1
or3b_1 | 1 | 1
bufinv_16 | 0 | 1
clkinv_4 | 0 | 1
buf_16 | 0 | 1
buf_8 | 0 | 1
buf_2 | 21 | 1
No activity file was given, so power comes from the tool's default toggle rates.
