$ cat design/flow/config.mk
export PLATFORM = sky130hd
export DESIGN_NAME = datapath
export DESIGN_NICKNAME = datapath
export VERILOG_FILES = /design/flow/design.v
export SDC_FILE = /design/flow/constraint.sdc
export NUM_CORES = 4
export LEC_CHECK = 1
export CORE_AREA = 10 10 91 91
export DIE_AREA = 0 0 101 101
export SYNTH_HDL_FRONTEND = slang
$ cat design/flow/constraint.sdc
current_design datapath

set clk_period 1.9
set clk_io_pct 0.2

create_clock -name clk0 -period $clk_period [get_ports {clk}]

set non_clock_inputs [all_inputs -no_clocks]
set_input_delay [expr $clk_period * $clk_io_pct] -clock clk0 $non_clock_inputs
set_output_delay [expr $clk_period * $clk_io_pct] -clock clk0 [all_outputs]
$ cat design/flow/design.v
module ALU #(parameter W=32)(A,B,control,C,V,N,Z,out);
	input [(W-1):0] A,B;
	input [2:0] control;
	output reg C,V,N,Z;
	output reg [(W-1):0] out;
	wire [(W-1):0] A_comp,B_comp;
	assign A_comp = ~A + 1;
	assign B_comp = ~B + 1;
	always @(*)
		begin
		case(control)
			3'b000: begin
				{C,out} = A + B;
				V = (A[W-1] ~^ B[W-1]) & (A[W-1] ^ out[W-1]);
				end
			3'b001: begin
				{C,out} = A + B_comp;
				V = (A[W-1] ~^ B_comp[W-1]) & (A[W-1] ^ out[W-1]);
				end
			3'b010: begin 
				{C,out} = B + A_comp;
				V = (A_comp[W-1] ~^ B[W-1]) & (A_comp[W-1] ^ out[W-1]);
				end
			3'b011: begin
				out = A & ~B;
				C = 0;
				V = 0;
				end
			3'b100: begin 
				out = A & B;
				C = 0;
				V = 0;
				end
			3'b101: begin 
				out = A | B;
				C = 0;
				V = 0;
				end
			3'b110: begin 
				out = A ^ B;
				C = 0;
				V = 0;
				end
			3'b111: begin 
				out = ~(A ^ B);
				C = 0;
				V = 0;
				end
		endcase
		Z = (out==0);
		N = out[W-1];
		end
endmodule
module datapath(
	clk,
	reset,
	mux_2x1_R1_sel,
	mux_2x1_alu_a_sel,
	mux_2x1_acc_sel,
	acc_load_sel,
	q_dir_sel,
	alu_control,
	in,
	out
);
input	clk;
input	reset;
input	mux_2x1_R1_sel;
input	mux_2x1_alu_a_sel;
input mux_2x1_acc_sel;
input	acc_load_sel;
input	q_dir_sel;
input	[2:0] alu_control;
input	[3:0] in;
output wire	[3:0] out;
wire [3:0] R1_in;
wire [3:0] R1_out;
wire [3:0] alu_a;
wire [3:0] alu_b;
wire [3:0] alu_out;
wire [3:0] acc_in;
wire [3:0] acc_out;
wire [3:0] q_out;
wire [3:0] alu_a_mux_2x1_in_0;
wire [3:0] alu_a_mux_2x1_in_1;
assign out = R1_out;
register_r R0(
	.clk(clk),
	.reset(reset),
	.in(in),
	.out(alu_b)
	);
	defparam	R0.W = 4;
register_r R1(
	.clk(clk),
	.reset(reset),
	.in(R1_in),
	.out(R1_out)
	);
	defparam	R1.W = 4;
register_shft acc(
	.clk(clk),
	.reset(reset),
	.load_sel(acc_load_sel),
	.dir_sel(1),
	.p_in(acc_in),
	.s_in_l(acc_out[0]),
	.s_in_r(0),
	.out(acc_out)
	);
	defparam	acc.W = 4;
register_shft q(
	.clk(clk),
	.reset(reset),
	.load_sel(0),
	.dir_sel(q_dir_sel),
	.p_in(4'b0000),
	.s_in_l(acc_out[0]),
	.s_in_r(acc_out[0]),
	.out(q_out)
	);
	defparam	q.W = 4;
ALU alu(
	.A(alu_a),
	.B(alu_b),
	.control(alu_control),
	.out(alu_out));
	defparam	alu.W = 4;
mux_2x1 R1_sel(
	.in0(acc_out),
	.in1(alu_out),
	.sel(mux_2x1_R1_sel),
	.out(R1_in)
	);
	defparam	R1_sel.W = 4;
mux_2x1 alu_a_sel(
	.in0(4'b0000),
	.in1(4'b0001),
	.sel(mux_2x1_alu_a_sel),
	.out(alu_a)
	);
	defparam	alu_a_sel.W = 4;
mux_2x1 acc_sel(
	.in0(alu_out),
	.in1(q_out),
	.sel(mux_2x1_acc_sel),
	.out(acc_in)
	);
	defparam	acc_sel.W = 4;
endmodule
module mux_2x1 #(parameter W=32) (in0,in1,sel,out);
	input [(W-1):0] in0,in1;
	input sel;
	output [(W-1):0] out;
	assign out = sel ? in1 : in0;
endmodule
module register_r #(parameter W=8) (clk,reset,in,out);
	input clk, reset;
	input [(W-1):0] in;
	output reg [(W-1):0] out;
	always @(posedge clk)
	begin
		if (reset) begin
			out <= 0;
		end 
		else begin
			out <= in;
		end
	end
endmodule
module register_shft #(parameter W=8) (clk,reset,load_sel,dir_sel,p_in,s_in_l,s_in_r,out);
	input clk, reset, load_sel, dir_sel, s_in_l, s_in_r;
	input [(W-1):0] p_in;
	output reg [(W-1):0] out;
	always @(posedge clk)
	begin
		if (reset)
			out <= 0;
		else
			if (load_sel)
				out <= p_in;
			else
				if (dir_sel)
					out <= {s_in_l,out[(W-1):1]};
				else
					out <= {out[(W-2):0],s_in_r};
	end
endmodule
$ cat design/flow/run.sh
#!/bin/bash
# OpenROAD 26Q1-2900-gdf79404cd8, Yosys 0.63+post, stock flow scripts
make -C /OpenROAD-flow-scripts/flow DESIGN_CONFIG=/design/flow/config.mk WORK_HOME=/design/flow/orfs finish
==> qor.csv <==
stage,metric,value,unit
logic_synthesis,ys_dominant_reg_cell,sky130_fd_sc_hd__dfxtp_1,
critical_path,arrival_worst_endpoint,1.93,ns
critical_path,timing.critical_path.slowest_cell_delay,0.47,ns
final_timing,grt_setup_unrepaired,no,
critical_path,cell_type_group_with_the_largest_total_delay_on_the_critical_path,buffers and inverters,
route,drc,0,
hold_path,hp-class,flip-flop to flip-flop,
layout,area_growth,38.36,%
final_timing,final_max_slew_viol_count,0,
placement,place_worst_setup_slack,-0.4685,ns
logic_synthesis,synth_compound_gate_area_share,23.02,%
logic_synthesis,synth-edff-count,0,
critical_path,cp_data_required_time,2.04,ns
floorplanning,die_h,101,um
layout,post_route_cells_drive_above_1_share,17.48,%
clock_tree,post_cts_hold_buffer_count,0,
clock_tree,tritoncts_clock_tree,built,
logic_synthesis,post-synth-top-area-cell,sky130_fd_sc_hd__dfxtp_1,
critical_path,critical_path_buf_inv_count,3,
clock_tree,clkLatencyLatePin,0.24,ns
clock_tree,ctsLongestPathBuffers,2,
logic_synthesis,synth_area_in_xor_xnor,0.8805,%
power,vdd.ir_drop.worst,0.2705,mV
clock_tree,clock_tree.htree_level_count,1,
grt,grt_start_max_net_pins,15,
final_timing,fin_skew,0.002238,ns
route,route.final.wire_length,2386,um
floorplanning,row_count,29,
critical_path,worstPathCellList,clkdlybuf4s50_1 -> buf_4 -> buf_4 -> nor2_1 -> o311a_1 -> a22oi_2 -> o211ai_1 -> o211a_1,
clock_tree,cts.root.buffer_cell,sky130_fd_sc_hd__clkbuf_8,
logic_synthesis,synthDominantCellAreaShare,32.20,%
logic_synthesis,synth_simple_gate_area_share,21.76,%
route,drtPass1Iterations,4,
logic_synthesis,netlist_logic_family_top,AND-OR/OR-AND gates,
route,antenna_cells_inserted,0,
final_timing,finalSetupViolations,0,
floorplanning,placeableCoreArea,6350,um2
job,openroad.warnings,28,
grt,vias_in_the_first_global_route,885,
power,total_leakage_power,0.5735,nW
route,ant_nets,0,
logic_synthesis,synth-area-yosys,994.7,um2
logic_synthesis,ys.flops,16,
floorplanning,initial_core_util,15.67,%
grt,first_pass_grt_wire_length,4002,um
logic_synthesis,yosys-mux-area-fraction,6.038,%
grt,grt_util_all_layers,4.648,%
floorplanning,die_area,10200,um2
floorplanning,floorplan.io_pins,18,
final_timing,timing.final.hold_violations,0,
critical_path,end_kind,flip-flop,
placement,dp_hpwl,1937,um
critical_path,cp_max_fo,12,
logic_synthesis,yosys.cell_types.count,40,
job,timing.max_cap.violations,0,
logic_synthesis,ys_seq_share,32.20,%
final_timing,timing.final.ws_setup,0.1124,ns
logic_synthesis,yosysWarningCount,0,
critical_path,worst-setup-path-type,input pin to flip-flop,
route,drt_iter0_drc,125,
clock_tree,numCtsBuffers,3,
placement,gp_routability_congestion,0.8379,
power,power.density_cell_area,579.2,nW/um2
grt,antenna_violations_before_repair,0,
final_timing,worst_slew_margin_rel,74.75,%
critical_path,critPathLaunchType,input pin,
outcome,outcome,finished clean,
logic_synthesis,ffs_w_async_s_r_synth,0,%
placement,numPortBuffers,17,
logic_synthesis,avgSynthCellArea,8.575,um2
logic_synthesis,post_synth_inst_count,116,
clock_tree,numClockSinks,16,
critical_path,critPathMostFrequentCell,sky130_fd_sc_hd__buf_4,
power,total_power_consumption,797.2,uW
route,routed-via-count,889,
grt,globalRouteOverflowTotal,0,
route,final_routed_wire_length_divided_by_cell_count,10.85,um
clock_tree,clkSlewWorstSetupHoldPaths,0.06,ns
logic_synthesis,synth-cells-yosys,116,
logic_synthesis,post_synth_fa_ha_maj_area_fraction,8.805,%
logic_synthesis,syn_area,994.7,um2
layout,filler_cell_count,681,
route,routed_via_density,4.041,
final_timing,max_slew.worst_pin.slew,0.3752,ns
floorplanning,die_w,101,um
final_timing,timing.final.crit_share,94.08,%
final_timing,max_freq,0.5594,GHz
critical_path,cp_slowest_cell,sky130_fd_sc_hd__clkdlybuf4s50_1,
logic_synthesis,ys_top_cells_by_area,"sky130_fd_sc_hd__dfxtp_1, sky130_fd_sc_hd__ha_1, sky130_fd_sc_hd__mux2i_1",
final_timing,timing.final.crit_period,1.788,ns
==> worst register-to-register path, delay by kind of cell, from the launching register on <==
kind	cells	cell delay [ns]
DFF	1	0.34
and+or+nand+nor	1	0.12
AOI/OAI and AO/OA	4	0.62
buffers and inverters	2	0.19
adders and majority gates	2	0.46
==> report_power, final <==
part | switching [mW] | leakage [nW] | total [mW] | internal (mW)
Sequential | 0.0114 | 0.132 | 0.365 | 0.354
Clock | 0.106 | 0.0216 | 0.247 | 0.140
Combinational | 0.0825 | 0.420 | 0.185 | 0.103
==> logic make-up (layout without fill, tap and decap cells) <==
| logic type | count (synthesis) | after routing |
|---|---|---|
| AOI/OAI and AO/OA | 30 | 30 |
| xor gates and xnor gates | 1 | 1 |
| adders and majority gates | 7 | 7 |
| buffers and inverters | 16 | 43 |
| DFF | 16 | 16 |
| muxes | 6 | 6 |
| and+or+nand+nor | 40 | 40 |
==> cells in the final DEF, fill, tap and decap left out, types with 2 or more instances in the layout <==
| cell | Yosys | routed |
|---|---|---|
| sky130_fd_sc_hd__nand2b_1 | 2 | 2 |
| sky130_fd_sc_hd__nor3_1 | 2 | 2 |
| sky130_fd_sc_hd__o211ai_1 | 2 | 2 |
| sky130_fd_sc_hd__nor2b_1 | 5 | 5 |
| sky130_fd_sc_hd__mux2i_1 | 6 | 6 |
| sky130_fd_sc_hd__ha_1 | 7 | 6 |
| sky130_fd_sc_hd__clkdlybuf4s50_1 | 0 | 14 |
| sky130_fd_sc_hd__or3b_1 | 2 | 2 |
| sky130_fd_sc_hd__a211oi_1 | 3 | 3 |
| sky130_fd_sc_hd__nand2_1 | 7 | 7 |
| sky130_fd_sc_hd__o22ai_1 | 2 | 2 |
| sky130_fd_sc_hd__nand3_1 | 3 | 3 |
| sky130_fd_sc_hd__o211a_1 | 2 | 2 |
| sky130_fd_sc_hd__nand3b_1 | 2 | 2 |
| sky130_fd_sc_hd__nor2_1 | 10 | 10 |
| sky130_fd_sc_hd__a21o_1 | 2 | 2 |
| sky130_fd_sc_hd__nor4b_1 | 2 | 2 |
| sky130_fd_sc_hd__dfxtp_1 | 16 | 15 |
| sky130_fd_sc_hd__clkbuf_8 | 0 | 3 |
| sky130_fd_sc_hd__buf_4 | 0 | 15 |
| sky130_fd_sc_hd__dlymetal6s2s_1 | 0 | 2 |
| sky130_fd_sc_hd__inv_1 | 8 | 7 |
| sky130_fd_sc_hd__o21ai_0 | 7 | 7 |
==> layer usage <==
layer / vias up / wire (um) / global-route usage (%)
met4: 0 / 14 / 0.4287
met5: - / 0 / 0
met3: 2 / 69 / 1.040
met1: 398 / 1207 / 6.538
li1: 472 / - / -
met2: 17 / 1094 / 7.371
==> registers in the layout, summed over array words and instances (netlist names) <==
name and flops:
R1.out 4, q.out 4, R0.out 4, acc.out 4
==> synthesized netlist by cell type, drive strengths merged (2+ instances only) <==
library cell  count
dfxtp            16
nor2             10
inv               8
ha                7
nand2             7
o21ai             7
mux2i             6
buf               5
nor2b             5
a211oi            3
clkbuf            3
nand3             3
a21o              2
a21oi             2
nand2b            2
nand3b            2
nor3              2
nor4b             2
o211a             2
o211ai            2
o22ai             2
or3b              2
==> worst paths after layout <==
kind,start,to,slack (ns),cells after the start
max,alu_control[2],acc.out[2],0.11,8
min reg2reg,q.out[0],q.out[1],0.50,2
max reg2reg,R0.out[0],acc.out[1],0.11,9
min,q.out[0],q.out[1],0.50,2
==> area by class of cell <==
class                           instances  area (um2)  area share [%]
Multi-Input combinational cell         84       604.3           43.91
Sequential cell                        16       321.6           23.36
Timing Repair Buffer                   32       282.8           20.55
Tap cell                               77       96.34           7.000
Clock buffer                            3       41.29           3.000
Inverter                                8       30.03           2.182
==> timing repair <==
item,4_1_cts,5_1_grt
endpoints found under the setup margin,7,6
setup buffers,0,0
pin swaps,0,1
gates resized,1,7
==> through the flow <==
stage | hold WS (ns) | utilization, % | cell area [um2] | instances | setup TNS (ns)
final | 0.4999 | 21.67 | 1376 | 220 | 0
after global routing | 0.5169 | 21.67 | 1376 | 220 | 0
after CTS | 0.5037 | 21.60 | 1371 | 220 | 0
after detailed placement | 0.4820 | 20.97 | 1331 | 217 | -2.822
after global placement | 0.4830 | 20.97 | 1331 | 217 | -2.578
after floorplan | 0.4482 | - | 994.7 | 116 | 0
Power is estimated from default activity; no workload was simulated.
